--- design/flow/config.mk ---
export PLATFORM = sky130hd
export DESIGN_NAME = shift
export DESIGN_NICKNAME = shift
export VERILOG_FILES = /design/flow/design.v
export SDC_FILE = /design/flow/constraint.sdc
export NUM_CORES = 4
export LEC_CHECK = 1
export CORE_AREA = 10 10 96 96
export DIE_AREA = 0 0 106 106
--- design/flow/constraint.sdc ---
current_design shift

set clk_period 8.6
set clk_io_pct 0.2

create_clock -name clk0 -period $clk_period

set non_clock_inputs [all_inputs -no_clocks]
set_input_delay [expr $clk_period * $clk_io_pct] -clock clk0 $non_clock_inputs
set_output_delay [expr $clk_period * $clk_io_pct] -clock clk0 [all_outputs]
--- design/flow/design.v ---
`timescale 1ns / 1ps
module shift(
    input [15:0] to_shift,
    input [11:0] shift_bits,
    output [15:0] shifted
    );
	assign shifted=to_shift<<shift_bits;
endmodule
--- design/flow/run.sh ---
#!/bin/bash
# OpenROAD 26Q1-2900-gdf79404cd8, Yosys 0.63+post, stock flow scripts
make -C /OpenROAD-flow-scripts/flow DESIGN_CONFIG=/design/flow/config.mk WORK_HOME=/design/flow/orfs finish
==> results.txt <==
Notes on the physical implementation.

- Counting both buffers and inverters, the worst setup path holds a total of 2.
- Per the OpenROAD power report, leakage power amounts to between 0.4 and 0.5 nW.
- Per the post-route antenna check, the number of violating nets is 0.
- The kind of cell with the highest combined delay on the critical path is buffers and inverters, for reference.
- In the finished design, the share of the clock period the worst path needs comes to 0.6797.
- Summing over every cut layer, the via total after detailed routing is around 910.
- Timing would allow up to between 150 and 200 MHz.
- The flow ran to the end, and the final reports show no timing, DRC or antenna violations.
- Per the placement report, the placed cell count is roughly 230.
- For this run, the script counts the antenna cells in the layout as 0.
- The end-of-flow timing check tallies setup violations at 0.
- Looking at hold timing, the worst path starts from to_shift[0].
- Before any placement, the netlist area is recorded as 833.3 sq um.
- The via count of the first global-routing pass is just over 900, for reference.
- The final sum of negative setup slack is 0 ns, for reference.
- The die width is roughly 110 um, for reference.
- After floorplanning, the core was sized to cover 7214 sq um.
- The number of buffer cells added on primary ports is ~44, for reference.
- The final max-slew violation count recorded for this run is 0.
- In this run the critical path is formed by clkdlybuf4s50_1, mux4_2, nor2b_1, a211oi_1, a211oi_1, clkdlybuf4s50_1.
- The part of the total power dissipated in the clock network is 0, for reference.
- The final standard cell count with taps included and fillers excluded is 230, for reference.
- The net switching component of the power is between 20 and 25 uW, for reference.
- The length of routed wiring on met1 is roughly 1400 um, for reference.
- In the global route stage, overall resource usage came out at 0.05092.
- Of the cells placed in the final design, the portion with a size suffix greater than 1 is 0.1374.
- Summed over all nets, wire length on met3 after detailed routing comes to between 200 and 300 um.
- The worst ir drop on vdd is about 0.012 mV, for reference.
- The global-route wire length before repair is between 4000 and 5000 um, for reference.
- The design has 0 sequential cells.
- Max fanout on the critical path was recorded as 17.
- The average instance area after synthesis is 8.772 sq um, for reference.
- The data required time at the worst endpoint is 6.88 ns, for reference.
- The first detailed-routing pass took 4 iterations.
- The kind of capture point of the worst setup path is an output port, for reference.
- The share of the Yosys chip area taken by registers is 0.
- The sequential cells in the finished layout cover a total of 0 sq um.
- Entering global routing, the biggest net connects 29 pins.
- Per STA, the startpoint of the critical path is shift_bits[2].
- The initial DRC count is 13, for reference.
- In this run the tools logged warnings totalling 32.
- The final hold violation count is 0, for reference.
- The number of cells reported by Yosys stat comes to 95.
- The power per cell area is 38.72 nW/um^2, for reference.
- After global routing the overflow that remains totals 0.
- The peak per-stage delay on the critical path is 0.93 ns, for reference.
- The highest metal layer carrying signal wires in the routed design is met3.
- The routed design uses roughly 1500 um of met2 wire.
- At the worst endpoint, the arrival time is about 4.1 ns.
- The vertical die dimension reported for this design is roughly 110 um.
- Post-CTS repair ended up resizing 0 cells.
- For the finished layout, the period the worst path requires is between 5 and 6 ns.
- The average detailed-routed wire length per instance is 13.46 um, for reference.
- Of the total power, registers draw 0.
- The critical path class is in2out, for reference.
- The share of the core area taken by cells at floorplan is 0.1155.
- After detailed routing, the total wire length is a little over 3000 um.
- The layout overhead on the synthesized area is 62.16%, for reference.
- The number of cell rows is 31, for reference.
- The initial antenna violation count is 0, for reference.
- The synthesized netlist handed to floorplanning was reported with a cell count of ~95.
- The wire-length estimate of the detail-placed layout is around 2700 um.
- The actual transition at the worst max-transition pin is between 0.7 and 0.8 ns, for reference.
- The power report attributes to the combinational group a share of 1.000.
- At the end of routability-driven placement, the weighted congestion stood at 0.8389.
- The post-synthesis chip area from yosys is around 830 sq um, for reference.
- Per the slew report, the remaining headroom to the max-slew limit stands at 0.5253.
- The gate-level netlist out of Yosys references 32 unique cell types.
- The clock buffers instantiated in the layout total 0.
- Per the detailed placement report, the placed cell area equals 1351 sq um.
- Setup repair after global routing left no endpoint under its margin.
- The class of the worst hold path is in2out, for reference.
- The slowest stage of the critical path is the clkdlybuf4s50_1 cell.
- Buffers inserted to repair hold after CTS numbered 0.
- The fraction of power spent switching nets is 0.4312, for reference.
- Buffers added to address setup during post-CTS repair amount to 0.
- The remaining routing DRC violations is 0, for reference.
- Cell internal power was estimated by the tool at 29.76 uW.
- The area of the die is 11240 sq um, for reference.
- Max-cap violations in this run came to 0.
- The design area is approximately 1400 sq um, for reference.
- The synthesis report lists the Yosys warning total as 0.
- The via-per-instance ratio is between 3 and 4, for reference.
- During I/O placement, the number of pins put on the boundary was between 40 and 50.
- The worst setup path is launched from an input pin.
Yosys cell counts (2+ instances only):
library cell  number  share of area
mux2i_1           17           0.20
mux4_2            10           0.27
a211oi_1           7          0.063
nor2_1             7          0.032
nor2b_1            6          0.045
nand2_1            5          0.023
buf_2              4          0.024
a31oi_1            3          0.023
clkbuf_1           3          0.014
nand2b_1           3          0.023
nand3_1            3          0.018
nor3_1             3          0.018
a21oi_1            2          0.012
buf_6              2          0.027
mux2_2             2          0.027
nor4_2             2          0.030
final cells by class:
| type | instances | area (sq um) |
|---|---|---|
| fill | 818 | 5863 |
| multi-input combinational | 84 | 768.2 |
| timing repair buffer | 46 | 455.4 |
| tap | 99 | 123.9 |
| inverter | 1 | 3.754 |
power by group through the flow:
stage	Combinational [mW]	Sequential, mW	Clock, mW
global route	0.0567	0	0
finish	0.0523	0	0
CTS	0.0527	0	0
per-stage QoR:
stage	utilization	power (mW)	setup WS, ns	hold WS, ns
floorplan	-	0.03244	3.935	3.533
global placement	0.1873	0.05234	2.751	4.509
detailed placement	0.1873	0.05246	2.731	4.504
CTS	0.1873	0.05268	2.706	4.507
global route	0.1873	0.05669	2.561	4.548
finish	0.1873	0.05232	2.755	4.474
tightest hold or removal path: stages:
cell and delay (ns):
clkdlybuf4s50_1 0.46, nand2b_1 0.11, nor3_1 0.06, clkdlybuf4s50_1 0.40
placed cells by master, fill, tap and decap left out, drive strengths merged:
cell type and n:
a211o 1, a211oi 7, a21oi 2, a22o 1
a311oi 1, a31oi 3, buf 2, clkdlybuf4s50 44
inv 1, mux2 2, mux2i 17, mux4 10
nand2 5, nand2b 3, nand3 3, nand3b 1
nand4 1, nor2 7, nor2b 7, nor3 3
nor3b 1, nor4 2, o211ai 1, o21a 1
o21ai 1, o31ai 1, o32ai 1, or2 1
or3b 1
path summary, 6_finish.rpt:
check	to	slack, ns	cells past startpoint
max	shifted[15]	2.75	6
min	shifted[0]	4.47	4
per-layer routing:
metal | up-vias | GRT usage
met5 | - | 0
met4 | 0 | 0
met3 | 0 | 0.01284
met2 | 33 | 0.08613
met1 | 423 | 0.06820
li1 | 454 | -
logic make-up after synthesis:
logic type	Yosys count	share of synthesized area
buffers and inverters	11	0.07808
muxes	29	0.5015
AOI/OAI and AO/OA	20	0.1727
and+or+nand+nor	35	0.2478
Power is estimated from default activity; no workload was simulated.
