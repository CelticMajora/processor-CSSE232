===== run.sh =====
#!/bin/bash
# OpenROAD 26Q1-2900-gdf79404cd8, Yosys 0.63+post, stock flow scripts
make -C /OpenROAD-flow-scripts/flow DESIGN_CONFIG=/design/flow/config.mk WORK_HOME=/design/flow/orfs finish

===== config.mk =====
export PLATFORM = sky130hd
export DESIGN_NAME = RegFile
export DESIGN_NICKNAME = RegFile
export VERILOG_FILES = /design/flow/design.v
export SDC_FILE = /design/flow/constraint.sdc
export NUM_CORES = 4
export LEC_CHECK = 1
export CORE_UTILIZATION = 40

===== constraint.sdc =====
current_design RegFile

set clk_period 4.2
set clk_io_pct 0.2

create_clock -name clk0 -period $clk_period [get_ports {clock}]

set non_clock_inputs [all_inputs -no_clocks]
set_input_delay [expr $clk_period * $clk_io_pct] -clock clk0 $non_clock_inputs
set_output_delay [expr $clk_period * $clk_io_pct] -clock clk0 [all_outputs]

===== design.v =====
`timescale 1ns / 1ps
module RegFile (Read1,Read2,WriteReg,WriteData,RegWrite,
Data1,Data2,Data3,clock);
	input [3:0] Read1,Read2,WriteReg;  
	input [15:0] WriteData;  
	input RegWrite,  
			clock;  
	output [15:0] Data1,Data2,Data3;  
	reg [15:0] RF [15:0];  
	reg[15:0] A;
	wire[15:0] B;
	always @(posedge clock) A <= B;
	assign Data1 = RF[Read1];
	assign Data2 = RF[Read2];
	assign Data3 = RF[1];
	always 
		@(posedge clock) begin
			if (RegWrite) RF[WriteReg] <= WriteData;
			if (RegWrite) RF[0] <= 0;
	end
endmodule

==> summary.txt <==
Crit path largest cell delay: 0.58 ns
hold crit path type: flop to flop
port buffer count: 77
DP HPWL: 16800 um
die area: 29700 sq um
slowest CP cell: mux4_1
Largest regs: RF (256)
maximum root-to-sink buffer count: 3
endpoints failing hold: 0
core area: 28200 sq um
clock slew at reported path FFs: 0.06 ns
# setup viols final: 0
Hold-fix buffers, CTS: 0
CP required: 3.36 ns
TritonCTS buffer count: 27
Final TNS setup: 0 ns
status: finished, final reports clean
max FFs per register: 256
total track usage: 23.0%
Avg WL per Cell: 27.5 um
Max FO, Critical Path: 13
largest reg by FF count: RF
Slew Viols, Final: 0
most common logic cells in the final layout: 240 x edfxtp_1, 105 x mux4_2, 73 x clkdlybuf4s50_1
Rows: 61
area leader, netlist: edfxtp_1
largest net degree at the start of global routing: 65
CP Launch Type: input pin
setup bufs post-CTS: 0
Tcrit/Tclk final: 85.9%
syn avg cell area: 20.4 sq um
Synth top area share: 62.1%
Distinct lib cells used: 21
endpoint class of the critical path: output port
Mapped Cells: 570
CP Buf/Inv Count: 3
final cell count without fillers: 1067
Die Ht: 172 um
DR vias: 6353
area grow syn2layout: 20.4%
fp util: 41.2%
synth warn: 1
CP Cell Sequence: buf_4 > buf_4 > mux4_1 > a22oi_1 > nand2_1 > clkdlybuf4s50_1
Slew HR: 58.2%
clk latency late pin: 0.52 ns
min cycle time layout: 3.61 ns
Die X-Extent: 172 um
measured slew at the worst slew-check pin: 0.625 ns
Clock Root Buffer: clkbuf_16
Ports: 78
initial antenna violation count: 1
delay-heaviest family, CP: buffers and inverters
layout cell share with drive strength beyond 1: 29.9%
skew final: 0 ns
leakage power: 0.00457 uW
Maximum Capacitance Violations: 0
Worst VDD drop: 0.278 mV
Max Fclk: 277 MHz
Log Warnings: 25
CTS Sinks: 256
mapped cell area: 11600 sq um
initial drt markers: 372
Yosys Instances: 570
antenna-violating nets left: 0
global-route wire length before repair: 43800 um
most frequent logic cell in the layout: edfxtp_1
Placer Congestion: 0.806
Ant. Diodes: 0
WL final: 29400 um
DR pass1 iterations: 4
post-DR vias/cell: 5.95
Yosys chip area: 11600 sq um
CTS tree: done
vias in the first global route: 7000
Cells after DPL: 1018
critical path's most frequent cell: buf_4
Largest cells by area: edfxtp_1 62%, mux4_2 20%, mux4_1 4.5%
RSZ-0062 raised after global routing: no
GRT Residual Overflow: 0
Yosys reg bits: 256
Residual DRC: 0
Seq share, synth: 64.8%
CTS resizes: 0
H-tree depth: 1
Pwr per Cell Area: 429 nW/um^2
WS Path Type: input pin to output port
Crit path arrival time: 2.77 ns
-- kinds of logic (layout without fill, tap and decap cells) --
family	count (synthesis)	count (layout)	synth area share, %
AOI/OAI and AO/OA	64	64	4.14
muxes	128	128	25.5
buffers and inverters	44	163	2.27
and+or+nand+nor	78	78	3.19
DFF	256	256	64.8
-- final timing paths --
check,cells past startpoint,from,slack [ns],endpoint
hold reg to reg,1,RF[0][12],0.48,RF[0][12]
setup / recovery,6,Read2[0],0.59,Data2[10]
hold / removal,1,RF[0][12],0.48,RF[0][12]
setup reg to reg,1,RF[0][7],3.62,RF[0][7]
-- synth_stat cells --
master           n
edfxtp_1       240
nand3_1          1
nand2_1         33
buf_2            6
nor2b_1         20
dfxtp_1         16
mux4_1          20
nand2b_1         2
or3b_2           1
nor2_1          14
mux4_4           3
clkbuf_1        20
nor3_1           3
dlygate4sd1_1    1
buf_6            8
a22oi_1         64
nand3b_1         2
buf_4            7
buf_1            2
and2_1           2
mux4_2         105
-- where the power goes --
group          total, uW  switching, uW  internal [uW]  leakage (uW)
combinational        514            247            267       0.00179
clock               2630            939           1690      0.000482
sequential          2860           19.0           2840       0.00230
total               6000           1210           4790       0.00457
-- routing by layer --
metal | wire length (um) | up-vias | track usage (%)
met3 | 4270 | 58 | 15.0
met1 | 9430 | 3203 | 27.4
li1 | - | 2678 | -
met2 | 15000 | 410 | 36.5
met5 | 55 | - | 1.04
met4 | 683 | 4 | 3.73
-- cell type report --
cell class	count	area [sq um]
clock buffers	36	719
well taps	378	473
fillers	2156	14200
repair buffers	114	1130
clock inverters	13	265
flip-flops and latches	256	7530
multi-input cells	270	3860
-- per-stage QoR --
step / util (%) / total power, uW / area (sq um) / hold slack (ns) / setup WS [ns]
global route: 49.6 / 6200 / 14000 / 0.497 / 0.416
CTS: 49.6 / 6060 / 14000 / 0.480 / 0.554
finish: 49.6 / 6000 / 14000 / 0.478 / 0.594
detailed placement: 46.1 / 3430 / 13000 / 0.468 / 0.577
floorplan: - / 3180 / 11600 / 0.445 / 1.37
global placement: 46.1 / 3420 / 13000 / 0.463 / 0.563
Power and IR drop assume default switching activity.
