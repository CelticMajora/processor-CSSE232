$ cat flow/config.mk
export PLATFORM = sky130hd
export DESIGN_NAME = alu
export DESIGN_NICKNAME = alu
export VERILOG_FILES = /design/flow/design.v
export SDC_FILE = /design/flow/constraint.sdc
export NUM_CORES = 4
export LEC_CHECK = 1
export CORE_UTILIZATION = 30
$ cat flow/constraint.sdc
current_design alu

set clk_period 13.6
set clk_io_pct 0.2

create_clock -name clk0 -period $clk_period

set non_clock_inputs [all_inputs -no_clocks]
set_input_delay [expr $clk_period * $clk_io_pct] -clock clk0 $non_clock_inputs
set_output_delay [expr $clk_period * $clk_io_pct] -clock clk0 [all_outputs]
$ cat flow/design.v
`timescale 1ns / 1ps
module alu(ALUct1, A, B, ALUOut, Zero, Flip);
    input [2:0] ALUct1;
	 input [15:0] A,B;
	 input Flip;
	 output reg [15:0] ALUOut;
	 output Zero;
	 assign Zero = (ALUOut == 0);
	 always @(ALUct1, A, B, Flip) begin
		if (Flip==0)
			case (ALUct1)
				0: ALUOut <= A & B;
				1: ALUOut <= A | B;
				2: ALUOut <= A + B;
				6: ALUOut <= A - B;
				7: ALUOut <= A < B ? 1:0;
				default: ALUOut <=0;
			endcase
		else
			case (ALUct1)
				0: ALUOut <= A & B;
				1: ALUOut <= A | B;
				2: ALUOut <= A + B;
				6: ALUOut <= B - A;
				7: ALUOut <= B < A ? 1:0;
				default: ALUOut <=0;
			endcase
	end
endmodule
$ cat flow/run.sh
#!/bin/bash
# OpenROAD 26Q1-2900-gdf79404cd8, Yosys 0.63+post, stock flow scripts
make -C /OpenROAD-flow-scripts/flow DESIGN_CONFIG=/design/flow/config.mk WORK_HOME=/design/flow/orfs finish
==> notes.md <==
The wire length of the first global-routing pass is 16550 µm, and the number of inserted filler cells in the final layout is 1067. The count of vias placed by the detailed router was 3339; the area inside the core boundary was 9910 µm². The flow reports an fmax of 100.5 MHz. With the mean cell area of the mapped netlist at 6.829 µm², the quantity of I/O buffers inserted on ports is 53. The final layout contains routed wiring with a total length of 10300 µm.

With the measured slew at the worst slew-check pin at 0.6813 ns, the post-synthesis cell area is 3114 µm². The count of cells in the finished layout, fillers not included, comes to 621. The number of antenna violations at the first check in global routing is 0, and the count of final hold-check violations is 0. Yosys reports that the most numerous cell types are sky130_fd_sc_hd__ha_1, sky130_fd_sc_hd__inv_1, sky130_fd_sc_hd__a21oi_1.

Together, buffers and inverters on the worst path number 3. The slowest cell on the critical path is sky130_fd_sc_hd__a2111oi_0. The global route stage reports its total congestion overflow as 0. For the met2 track demand over resource, the log shows 0.3062. Setup repair after global routing left no endpoint under its margin.

Number of hold buffers added after CTS: 0. Start-to-end type of the worst setup path: in2out. The area growth from synthesis to final layout was 19.65%; the number of clock buffers in the layout was 0.

The detail route stage leaves a number of antenna-violating nets equal to 0. The final max-slew violation count recorded for this run is 0. Per the repair_timing log after CTS, setup buffers inserted total 0. Data arrives at the worst endpoint at 7.23 ns. Summed over all failing endpoints, the final setup total negative slack is 0 ns. Along the worst hold path, the cell count comes to 4. The distinct cell type count after synthesis is 63, and the critical path's largest stage delay is 0.66 ns. Per the OpenROAD floorplan log, the area of the die is 10790 µm².

With the total power density per cell area at 38.78 nW/µm², the final estimated routing congestion in global placement is 0.9389. The run gives 0.7319 for the final cycle utilization of the critical path. In this run the VDD rail shows a maximum IR drop of 0.01273 mV. The floorplan step set the die height to 103.9 µm. The number of logic stages on the critical path including buffering was 14; the met3 layer usage reported by global route was 0.006382. The post-synthesis cell type with the largest instance count is sky130_fd_sc_hd__ha_1.

The sequential area share after synthesis was 0; the worst endpoint required time was 10.88 ns. The sort of element at the start of the critical path was an input pin. The kind of cell with the highest combined delay along the critical path is simple AND/OR/NAND/NOR gates. The sequential cells in the finished layout cover a total of 0 µm². The synthesized netlist has a Yosys-reported chip area of 3114 µm². The count of warnings emitted by yosys is 1. The top-level I/O count was 53; the total track usage was 0.1891. The run gives 0.3143 as the initial core utilization.

The main area contributors are sky130_fd_sc_hd__ha_1, sky130_fd_sc_hd__inv_1, sky130_fd_sc_hd__a21oi_1. The routed design shows a via density per instance of 5.377. The fraction of final layout cells sized beyond drive strength 1 works out to 0.02459. The tools report the post-cts sizing count as 0. The most critical min-delay path falls under in2out.

The run gives 0 as the count of unresolved DRC violations after routing. Including well taps, the total number of placed cells is 621. The global-route layer with the greatest usage was met2.

The count of routing violations after the opening detailed-route iteration is 200, and the gate count after technology mapping is 456. For reference, the placement row count at floorplan is 36. The run finished with clean final reports. The clock period could shrink to 9.953 ns. The post-placement cell area is 3726 µm².

The synthesized netlist was found by Yosys to have 456 cells. Library cell occupying the most area in the post-synthesis netlist: sky130_fd_sc_hd__ha_1. The number of logged tool warnings came out at 88. Per STA, the worst path is made up of clkdlybuf4s50_1 -> inv_1 -> ha_1 -> o21bai_4 -> a2111oi_0 -> nor3b_1 -> o32a_1 -> xor2_1 -> nor3_1 -> nor4_1 -> or4b_1 -> or4b_1 -> nor4_2 -> clkdlybuf4s50_1. The average wire per cell in the routed design works out to 16.58 µm. The run gives 0.5340 as the worst relative slew slack. The script extracted a total leakage power of 1.637 nW.

The final layout contains a sequential cell count of 0. According to the floorplan report, the die width is 103.9 µm. Setup violations remaining at the end of the flow were counted as 0. The run gives 0.2893 for the area share of the largest cell type after synthesis. The run gives 5 as the detailed-router iteration count before antenna repair. In this run the worst path has a maximum fanout of 11. The met1 track utilization from global routing was 0.2920; the max capacitance violation total was 0.

The number of global-route vias before repair came out at 3157. The number of antenna diodes in the final layout is 0. Endpoint type of the worst setup path: an output port.

The HPWL after detailed placement is 8262 µm. After routing the design area is 3726 µm². For the pin count of the biggest net entering global routing, the log shows 29.
cell usage in the layout, fill, tap and decap left out, types with 9 or more instances in the layout:
cell | Yosys | final
sky130_fd_sc_hd__a211oi_1 | 10 | 10
sky130_fd_sc_hd__nor3_1 | 17 | 17
sky130_fd_sc_hd__nand2_1 | 30 | 30
sky130_fd_sc_hd__clkdlybuf4s50_1 | 0 | 53
sky130_fd_sc_hd__ha_1 | 72 | 72
sky130_fd_sc_hd__o22ai_1 | 14 | 14
sky130_fd_sc_hd__nand2b_1 | 9 | 9
sky130_fd_sc_hd__a21oi_1 | 39 | 39
sky130_fd_sc_hd__o21ai_0 | 33 | 33
sky130_fd_sc_hd__nor2b_1 | 11 | 11
sky130_fd_sc_hd__nor2_1 | 35 | 35
sky130_fd_sc_hd__inv_1 | 53 | 53
cell families (layout without fill, tap and decap cells):
logic type / Yosys count / after routing / synth area share
multiplexers: 9 / 9 / 0.02973
buffers and inverters: 79 / 111 / 0.1008
AND-OR/OR-AND: 147 / 147 / 0.3094
adder cells (fa/ha/maj): 75 / 75 / 0.3086
AND/OR/NAND/NOR: 133 / 133 / 0.2149
XOR/XNOR: 13 / 13 / 0.03656
power by group:
group	internal, mW	leakage (nW)	switching [mW]
Clock	0	0	0
Sequential	0	0	0
Combinational	0.0634	1.64	0.0810
tightest hold or removal path, cell delays in order:
cell and delay (ns):
sky130_fd_sc_hd__clkdlybuf4s50_1 0.41, sky130_fd_sc_hd__buf_4 0.25, sky130_fd_sc_hd__a21o_1 0.22, sky130_fd_sc_hd__clkdlybuf4s50_1 0.41
metal layers:
| metal | part of all wire | vias to the layer above |
|---|---|---|
| li1 | - | 1694 |
| met1 | 0.49 | 1517 |
| met2 | 0.46 | 120 |
| met3 | 0.048 | 8 |
| met4 | 0.0069 | 0 |
| met5 | 0 | - |
worst paths after layout:
check	start	end	slack (ns)
min	ALUct1[0]	ALUOut[1]	6.73
max	A[2]	Zero	3.65
cell type report:
cell class,count,area (µm²),share of cell area
repair buffers,56,553.0,0.1484
inverters,55,206.4,0.05541
multi-input cells,377,2800,0.7515
well taps,133,166.4,0.04466
stage by stage:
stage               setup slack [ns]  power, mW  hold WS, ns    util
floorplan                      5.182    0.09052        5.685       -
global placement               3.742     0.1422        6.704  0.3760
detailed placement             3.644     0.1426        6.718  0.3760
CTS                            3.646     0.1433        6.722  0.3760
global route                   3.439     0.1583        6.773  0.3760
finish                         3.647     0.1445        6.725  0.3760
Power and IR drop assume default switching activity.
